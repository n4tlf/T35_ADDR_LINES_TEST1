==> design/flow/design.v <==
module  T35_ADDR_LINES_TEST1_top (
    n_reset,             
    pll0_LOCKED,         
    pll0_2MHz,           
    n_boardReset,        
    S100adr0_15,         
    S100adr16_19,        
    SBCLEDS,             
    pDBIN,               
    pSYNC,               
    pSTVAL,              
    n_pWR,               
    sMWRT,               
    seg7,                
    seg7_dp,             
    boardActive,         
    F_add_oe,            
    F_bus_stat_oe,       
    F_bus_ctl_oe);       
    input   n_reset;             
    input   pll0_LOCKED;         
    input   pll0_2MHz;           
    input   n_boardReset;        
    output  [15:0] S100adr0_15;  
    output  [3:0] S100adr16_19;  
    output  [7:0] SBCLEDS;       
    output  pDBIN;               
    output  pSYNC;               
    output  pSTVAL;              
    output  n_pWR;               
    output  sMWRT;               
    output  [6:0] seg7;          
    output  seg7_dp;             
    output  boardActive;         
    output  F_add_oe;            
    output  F_bus_stat_oe;       
    output  F_bus_ctl_oe;        
reg [26:0]  counter;             
assign F_add_oe = 0;                     
assign F_bus_stat_oe = 0;                
assign F_bus_ctl_oe = 0;                 
assign S100adr0_15 = counter[26:11];     
assign S100adr16_19 = counter[21:18];    
assign boardActive = pll0_LOCKED;        
assign SBCLEDS = ~(counter[26:19]);      
assign pDBIN = !pll0_2MHz;               
assign pSYNC = pll0_2MHz;                
assign pSTVAL = !pll0_2MHz;              
assign n_pWR = 1'b1;                     
assign sMWRT = 1'b0;                     
assign seg7 = 7'b1111001;            
assign seg7_dp = counter[20];        
always @(posedge pll0_2MHz)          
    begin
        if((n_reset == 0) | (n_boardReset == 0)) begin   
            counter <= 27'b0;            
        end                              
        else
            counter <= counter + 1;      
    end
endmodule
==> design/flow/run.sh <==
#!/bin/bash
# OpenROAD 26Q1-2900-gdf79404cd8, Yosys 0.63+post, stock flow scripts
make -C /OpenROAD-flow-scripts/flow DESIGN_CONFIG=/design/flow/config.mk WORK_HOME=/design/flow/orfs finish
==> design/flow/config.mk <==
export PLATFORM = sky130hd
export DESIGN_NAME = T35_ADDR_LINES_TEST1_top
export DESIGN_NICKNAME = T35_ADDR_LINES_TEST1_top
export VERILOG_FILES = /design/flow/design.v
export SDC_FILE = /design/flow/constraint.sdc
export NUM_CORES = 4
export LEC_CHECK = 1
export CORE_AREA = 10 10 97 97
export DIE_AREA = 0 0 107 107
==> design/flow/constraint.sdc <==
current_design T35_ADDR_LINES_TEST1_top

set clk_period 5.5
set clk_io_pct 0.2

create_clock -name clk0 -period $clk_period [get_ports {pll0_2MHz}]

set non_clock_inputs [all_inputs -no_clocks]
set_input_delay [expr $clk_period * $clk_io_pct] -clock clk0 $non_clock_inputs
set_output_delay [expr $clk_period * $clk_io_pct] -clock clk0 [all_outputs]
==> datasheet_impl.txt <==
Implementation parameters

Parameter                              Value

Outcome
  Run status .................. complete, no violations

Logic synthesis
  Area of the mapped netlist .................. 0.00152 mm²
  Warning count from the yosys run .................. 1
  Total cell area reported by yosys after synthesis .................. 0.00152 mm²
  Yosys cell count .................. 184
  Mapped Cells .................. 184
  Post-synthesis average cell area .................. 8.27 µm²
  Registers, synthesis .................. 27
  Dominant register cell .................. sky130_fd_sc_hd__dfxtp_1
  Number of synthesized flops with an enable pin .................. 0
  Portion of the post-synthesis area used by sequential elements .................. 35.5%
  Proportion of synthesized flip-flops having asynchronous set or reset .................. 0%
  Unique cell type count in the Yosys netlist .................. 31

Drt
  Antenna cell count .................. 0
  Overall routed net length .................. 3310 µm
  Detailed-router iteration count before antenna repair .................. 4
  Count of routing violations after the opening detailed-route iteration .................. 86
  Final routed wire length divided by cell count .................. 11.0 µm
  Post-route DRC .................. 0
  Number of nets still failing antenna checks after routing .................. 0
  Detail-routed via count per cell .................. 3.99
  Vias after detailed routing .................. 1,196

Floorplanning
  Total die size .................. 0.0114 mm²
  Number of standard-cell rows in the floorplan .................. 31
  Overall die height .................. 107 µm
  Std-Cell Core Area .................. 0.00729 mm²
  Die width .................. 107 µm
  Starting density of the core .................. 20.9%
  I/O pins .................. 49

Cells and area
  Regs by FF count .................. counter: 27 flops
  Fin util .................. 26.1%
  Most common library cell in the layout ignoring fill and taps .................. sky130_fd_sc_hd__clkdlybuf4s50_1
  Fraction of final layout cells with drive strength greater than 1 .................. 8.46%
  Layout area overhead .................. 25.2%
  Most common logic cells in the final layout .................. 34 x sky130_fd_sc_hd__clkdlybuf4s50_1, 27 x sky130_fd_sc_hd__dfxtp_1, 16 x sky130_fd_sc_hd__a21oi_1
  Top reg by flops .................. counter
  Fill cell total of the finished layout .................. 813
  Flip-flop count of the largest register, all copies and words added .................. 27

Job
  Count of warning messages emitted by the tools .................. 26
  Number of maximum-capacitance violations .................. 0

Setup path
  Element type at the critical path start .................. clock port
  Required time worst endpoint .................. 4.40 ns
  Worst Setup Path Type .................. clock port to primary output
  Largest fanout on the critical path .................. 8
  CP Data Arrival Time .................. 3.66 ns
  Terminus of the critical flop-to-flop path .................. counter[26]$_SDFF_PP0_
  Register-to-register setup slack .................. 3.42 ns
  Crit. Startpoint .................. pll0_2MHz
  CP endpoint kind .................. primary output
  R2R depth .................. 5
  Worst reg2reg startpoint .................. counter[0]$_SDFF_PP0_

Min path
  Endpoint, Worst Hold .................. counter[0]$_SDFF_PP0_
  Launch point of the worst hold path .................. counter[0]$_SDFF_PP0_
  Hold Crit Depth .................. 1
  Worst min-delay path category .................. flip-flop to flip-flop

GRT
  Largest net degree at the start of global routing .................. 27
  Number of global-route vias before repair .................. 1,131
  First-pass GRT wire length .................. 5480 µm
  Total overflow reported by the global router .................. 0
  Total routing usage reported by global routing .................. 5.71%
  Initial antenna violation count .................. 0

Timing
  Final-report setup violation count .................. 0
  Headroom to the max-slew limit .................. 59.0%
  Setup TNS Final .................. 0 ns
  Post-route worst hold slack .................. 0.459 ns
  Setup repair after global routing missed its margin .................. false
  Final slew viol count .................. 0
  Final tally of hold violations .................. 0
  Worst-Margin Slew .................. 0.610 ns
  Clk_skew .................. 0.00632 ns

Placed design
  Placed wire-length estimate .................. 2480 µm
  Global placement routability congestion .................. 0.688
  Buffers on Ports .................. 34

Power
  Pwr per Cell Area .................. 282 mW/mm²
  Leakage Power .................. 0.585 nW
  IR Drop Worst-Case VDD .................. 0.194 mV

Clock network
  Clock tree from TritonCTS .................. yes
  CTS-repair resized insts .................. 0
  Post-CTS Repair Setup Buffers .................. 0
  Clock input transition at the sequential cells of the worst setup and hold paths .................. 0.06 ns
  Clock latency at the later pin of the worst-skew pair .................. 0.38 ns
  Count of hold buffers inserted by post-cts repair .................. 0
[worst max path at each step]
stage | to | slack [ns]
global route | pDBIN | 0.68
CTS | pSTVAL | 0.71
finish | pDBIN | 0.74
[layout make-up]
type,instances,area (µm²),area share [%]
sequential,27,541,28.4
multi-input combinational,115,683,35.9
clock inverter,4,55.1,2.89
clock buffer,12,144,7.55
timing repair buffer,32,318,16.7
tap,99,124,6.50
inverter,11,41.3,2.17
[worst max-delay path: stages]
cell and delay (ns):
sky130_fd_sc_hd__clkbuf_8 0.11, sky130_fd_sc_hd__clkbuf_8 0.14, sky130_fd_sc_hd__clkbuf_8 0.15, sky130_fd_sc_hd__inv_1 0.05, sky130_fd_sc_hd__clkdlybuf4s50_1 0.46
[stage by stage]
stage / setup slack [ns] / instance area (µm²) / std cells / power [mW]
finish: 0.744 / 1910 / 300 / 0.537
global route: 0.683 / 1910 / 300 / 0.568
CTS: 0.715 / 1910 / 300 / 0.552
detailed placement: 1.17 / 1740 / 288 / 0.247
global placement: 1.17 / 1740 / 288 / 0.247
floorplan: 1.54 / 1560 / 194 / 0.231
[per-layer routing]
metal	track usage (%)	vias to the layer above	share of wire, %
li1	-	628	-
met5	0	-	0
met3	3.09	9	9.4
met2	8.43	33	43
met1	7.10	526	46
met4	1.55	0	1.7
[synth_stat cells, types with 2 or more instances]
| cell type | count | share of area [%] |
|---|---|---|
| sky130_fd_sc_hd__nor4_1 | 3 | 1.2 |
| sky130_fd_sc_hd__a21oi_1 | 16 | 5.3 |
| sky130_fd_sc_hd__and4_1 | 3 | 1.7 |
| sky130_fd_sc_hd__inv_1 | 12 | 3.0 |
| sky130_fd_sc_hd__or3_1 | 7 | 2.9 |
| sky130_fd_sc_hd__o21ai_1 | 6 | 2.0 |
| sky130_fd_sc_hd__or4_1 | 6 | 3.0 |
| sky130_fd_sc_hd__and3_1 | 2 | 0.82 |
| sky130_fd_sc_hd__xor2_1 | 2 | 1.2 |
| sky130_fd_sc_hd__nand2_1 | 9 | 2.2 |
| sky130_fd_sc_hd__nor3_1 | 2 | 0.66 |
| sky130_fd_sc_hd__xnor2_1 | 7 | 4.0 |
| sky130_fd_sc_hd__nand3_1 | 7 | 2.3 |
| sky130_fd_sc_hd__buf_4 | 35 | 17 |
| sky130_fd_sc_hd__conb_1 | 2 | 0.49 |
| sky130_fd_sc_hd__nand4_1 | 5 | 2.1 |
| sky130_fd_sc_hd__o21ai_0 | 2 | 0.66 |
| sky130_fd_sc_hd__clkbuf_1 | 3 | 0.74 |
| sky130_fd_sc_hd__nor2_1 | 11 | 2.7 |
| sky130_fd_sc_hd__dfxtp_1 | 27 | 36 |
| sky130_fd_sc_hd__o31ai_1 | 7 | 3.5 |
[cells by family after synthesis]
group / share of synthesized area [%]
simple gates: 24.0
other cells: 0.494
xor+xnor: 5.18
fa+ha+maj: 0.822
flops: 35.5
compound gates: 11.9
buf+inv: 22.0
[report_power, final]
group	switching, mW	internal [mW]
registers	0.000653	0.196
clock network	0.0929	0.241
logic	0.00421	0.00230
total	0.0978	0.440
Power figures rest on the tool's default switching activity, not on a simulated workload.
